===== flow/config.mk =====
export PLATFORM = sky130hd
export DESIGN_NAME = Counter_8bit
export DESIGN_NICKNAME = Counter_8bit
export VERILOG_FILES = /design/flow/design.v
export SDC_FILE = /design/flow/constraint.sdc
export NUM_CORES = 4
export LEC_CHECK = 1
export CORE_AREA = 10 10 105 105
export DIE_AREA = 0 0 115 115

===== flow/constraint.sdc =====
current_design Counter_8bit

set clk_period 3.9
set clk_io_pct 0.2

create_clock -name clk0 -period $clk_period [get_ports {clk}]

set non_clock_inputs [all_inputs -no_clocks]
set_input_delay [expr $clk_period * $clk_io_pct] -clock clk0 $non_clock_inputs
set_output_delay [expr $clk_period * $clk_io_pct] -clock clk0 [all_outputs]

===== flow/design.v =====
`timescale 1ns / 1ps
module Counter_8bit(
    input wire clk,
    output reg [7:0] led = 8'b0
    );
	 reg [22:0] counter = 23'b0;
	 always @(posedge clk)
	 begin
		if(counter == 23'b10011000100101100111111)
		begin
		led = led + 8'b1;
		counter <= 0;
		end
		else counter <= counter + 1'b1;
	 end
endmodule

===== flow/run.sh =====
#!/bin/bash
# OpenROAD 26Q1-2900-gdf79404cd8, Yosys 0.63+post, stock flow scripts
make -C /OpenROAD-flow-scripts/flow DESIGN_CONFIG=/design/flow/config.mk WORK_HOME=/design/flow/orfs finish

==> flow_summary.ini <==
; flow metrics
[outcome]
status = finished clean

[sta]
fmax_ghz = 0.489
period_used_share = 0.524
slew_headroom = 0.483
layout_min_cycle_time_ns = 2.05
setup_tns_ns = 0
setup_violations = 0
rsz0062_at_grt = false
tightestPinTransition_ns = 0.775
fin_worst_skew_ns = 0.00330
hold_viol_final = 0
setup_ws_ns = 1.85
final_max_slew_viol_count = 0

[grt]
grt_pass1_vias = 881
antenna_found_initial = 0
grt_pass1_wl_mm = 4.17
grt_usage = 0.0366
grt_overflow = 0
grt_max_degree = 18

[detailed_routing]
drc = 0
vias_per_cell = 3.79
num_vias = 944
drt-total-wl_mm = 2.33
first_iter_violations = 66
wl_per_cell_um = 9.36
num_antenna_cells = 0
drtPass1Iterations = 4
ant_nets = 0

[placement]
dp_hpwl_mm = 1.67
port_buffers = 8
post-place-ws_ns = 1.85
gp_congestion = 0.754
placed_area_mm2 = 0.00156

[synth]
edf_count = 8
top_cell_area_share = 0.333
synthCells = 130
yosysUniqueCellTypes = 31
syn_area_mm2 = 0.00138
yosysWarnings = 1
avgSynthCellArea_um2 = 10.6
topCellsByArea = dfxtp_1 33%, edfxtp_1 17%, xor2_1 7.6%
yosys.stat.seqShare = 0.507
ys_area_mm2 = 0.00138
yosysTopAreaCell = dfxtp_1
synth_flops = 31
ff_type = dfxtp_1
async_flop_share = 0
ys_cells = 130

[cts]
cts_max_level = 2
clockBufferDepth = 2
postCtsSetupBuffers = 0
ctsHoldBuffers = 0
clockRootBuffer = clkbuf_8
worst_skew_pair.late_latency_ns = 0.27
cts_inserted_buffers = 5
cts_tree = done
clkTransAtPathRegs_ns = 0.06
cts-resized-gates = 0
clock-sinks = 31

[power]
sw_frac_of_total = 0.191
power.total_uw = 560
p_leak_nw = 0.583
p_comb_frac = 0
cellPowerDensity_mw_per_mm2 = 341
intPower_uw = 453
pwr-share-clk = 0.414
power_frac_seq = 0.586
switchingPower_uw = 107
ir_worst_vdd_mv = 0.0995

[worst_setup_path]
criticalPathCategory = flop to flop
endpoint_kind = flop
arrival_ns = 1.95
r2r_cells = 4
crit_path_max_fanout = 17
cp.required_ns = 3.80
critPathLaunchType = flop

[layout]
area_delta_synth_final_pct = 18.7
drive_gt1_frac = 0.0780
mostFrequentLayoutCells = 23 x dfxtp_1, 12 x xor2_1, 11 x xnor2_1, 11 x nor2_1, 10 x nand2_1
fin_area_mm2 = 0.00164
utilization = 0.187
final_common_cell = dfxtp_1
fill_cells = 959

[die]
core_mm2 = 0.00876
chip_area_mm2 = 0.0132
initial_utilization = 0.158
row_count = 34
ios = 9
dieHeight_um = 115
die-width_um = 115

[min_path]
hold_path_depth = 1
hp-class = flop to flop

[job]
cap_violations = 0
warning_count = 25
[per-layer routing]
metal,GRT usage,share of wire,up-vias,wire [um]
met2,0.0522,0.42,18,986
met1,0.0541,0.50,435,1160
met4,0.0107,0.040,0,94
li1,-,-,486,-
met3,0.00844,0.038,5,88
met5,0,0,-,0
[flip-flops by register name, summed over array words and instances (netlist names)]
signal	cells
led	8
counter	23
[worst max-delay path, cell delays in order (launching register included)]
cell	delay, ns
dfxtp_1	0.37
ha_1	0.22
and4_1	0.32
nand3b_1	0.14
nor2_2	0.64
[power groups by stage]
stage	sequential (mW)	combinational, mW	clock [mW]
CTS	0.328	0.000000263	0.242
finish	0.328	0.000000263	0.232
global route	0.328	0.000000263	0.255
[Yosys cell counts (all sizes together), types with 2 or more instances]
library cell	count
nor3	4
ha	2
nand2	10
buf	5
nand4	9
edfxtp	8
mux2i	2
nand3	9
and4	6
nor2	12
dfxtp	23
and3	4
xnor2	11
xor2	12
[final timing paths]
path	endpoint	slack (ns)	start
max	led[0]$_DFFE_PN_	1.85	counter[0]$_SDFF_PN0_
min reg2reg	counter[0]$_SDFF_PN0_	0.47	counter[0]$_SDFF_PN0_
max reg2reg	led[0]$_DFFE_PN_	1.85	counter[0]$_SDFF_PN0_
min	counter[0]$_SDFF_PN0_	0.47	counter[0]$_SDFF_PN0_
[logic make-up (layout without fill, tap and decap cells)]
family	count (synthesis)	count (layout)	share of synthesized area
mux	2	2	0.0145
buf+inv	6	17	0.0299
compound gates	4	4	0.0199
xor+xnor	23	23	0.146
flops	31	31	0.507
simple gates	62	62	0.265
fa+ha+maj	2	2	0.0181
[area by class of cell]
type | instances | area [um^2] | share of cell area
flip-flops and latches | 31 | 701 | 0.427
multi-input cells | 93 | 639 | 0.390
well taps | 108 | 135 | 0.0824
repair buffers | 8 | 80.1 | 0.0488
clock buffers | 7 | 76.3 | 0.0465
clock inverters | 1 | 5.00 | 0.00305
inverters | 1 | 3.75 | 0.00229
[metrics by stage]
| step | std cells | hold WS (ns) |
|---|---|---|
| final | 249 | 0.468 |
| after global routing | 249 | 0.518 |
| after CTS | 249 | 0.472 |
| after detailed placement | 241 | 0.456 |
| after global placement | 241 | 0.447 |
| after floorplan | 130 | 0.430 |
Power is estimated from default activity; no workload was simulated.
